`flow/design.v`:
```
module clock_divider (
    input logic clk, reset,
    output logic clk_out
);
    logic [25:0] counter;
    always_ff @(posedge clk or negedge reset) begin
        if (~reset)
            counter <= 0;
        else if (counter == 2_500_000) begin  
            counter <= 0;
            clk_out <= ~clk_out;
        end else
            counter <= counter + 1;
    end
endmodule
module contador_mod10(
    input logic clk,
    input logic reset,
    output logic [3:0] cont,
    output logic carry
);
    always_ff @(posedge clk or negedge reset) begin
        if (~reset)
            cont <= 0;
        else if (cont == 9) begin
            cont <= 0;
            carry <= 1;  
        end else begin
            cont <= cont + 1;
            carry <= 0;
        end
    end
endmodule
module contador_mod6(
    input logic clk,
    input logic reset,
    output logic [2:0] cont
);
    always_ff @(posedge clk or negedge reset) begin
        if (~reset)
            cont <= 0;
        else if (cont == 5)
            cont <= 0;
        else
            cont <= cont + 1;
    end
endmodule
module decodificador (
    input logic [3:0] cod_in,
    output logic [6:0] cod_out  
);
    always_comb begin
        case (cod_in)
            4'd0: cod_out = 7'b1000000;
            4'd1: cod_out = 7'b1111001;
            4'd2: cod_out = 7'b0100100;
            4'd3: cod_out = 7'b0110000;
            4'd4: cod_out = 7'b0011001;
            4'd5: cod_out = 7'b0010010;
            4'd6: cod_out = 7'b0000010;
            4'd7: cod_out = 7'b1111000;
            4'd8: cod_out = 7'b0000000;
            4'd9: cod_out = 7'b0010000;
            default: cod_out = 7'b1111111;  
        endcase
    end
endmodule
module pratica9(
    input logic clk,
    input logic reset,
    output logic [6:0] disp1,
    output logic [6:0] disp2
);
logic clock;
logic [3:0] q_mod10;
logic [2:0] q_mod6;
logic carry;
clock_divider divisor(.clk(clk), .reset(reset), .clk_out(clock));
contador_mod10 modd10(.clk(clock), .reset(reset), .cont(q_mod10), .carry(carry));
contador_mod6 modd6(.clk(carry), .reset(reset), .cont(q_mod6));
decodificador dec1(.cod_in(q_mod10), .cod_out(disp1));
decodificador dec2(.cod_in({1'b0, q_mod6}), .cod_out(disp2));
endmodule
```
`flow/run.sh`:
```
#!/bin/bash
# OpenROAD 26Q1-2900-gdf79404cd8, Yosys 0.63+post, stock flow scripts
make -C /OpenROAD-flow-scripts/flow DESIGN_CONFIG=/design/flow/config.mk WORK_HOME=/design/flow/orfs finish
```
`flow/config.mk`:
```
export PLATFORM = sky130hd
export DESIGN_NAME = pratica9
export DESIGN_NICKNAME = pratica9
export VERILOG_FILES = /design/flow/design.v
export SDC_FILE = /design/flow/constraint.sdc
export NUM_CORES = 4
export LEC_CHECK = 1
export CORE_AREA = 10 10 108 108
export DIE_AREA = 0 0 118 118
```
`flow/constraint.sdc`:
```
current_design pratica9

set clk_period 4.2
set clk_io_pct 0.2

create_clock -name clk0 -period $clk_period [get_ports {clk}]

set non_clock_inputs [all_inputs -no_clocks]
set_input_delay [expr $clk_period * $clk_io_pct] -clock clk0 $non_clock_inputs
set_output_delay [expr $clk_period * $clk_io_pct] -clock clk0 [all_outputs]
```
==> results.ini <==
[clock_network]
htreeDepth = 1
hold_buffers = 0
cts_setup_buffers = 0
worst_skew_pair.late_latency_ps = 270
cts-root-buf = clkbuf_8
cts_resized = 0
cts_max_path_buffers = 2
clk_pin_slew_ps = 90
numCtsBuffers = 3
cts_tree = done

[power_and_ir_drop]
comb_power_share_pct = 1.8
power_uw = 412
internal_power_uw = 330
seqPwrFrac_pct = 63.3
switching_share_pct = 20.0
powerDensity_nw_per_um2 = 176
p_leak_nw = 0.997
peakVddDrop_v = 0.0000895
p_sw_uw = 82.3
clockPowerShare_pct = 34.9

[finish]
n_fill_cell = 1006
final_area_sq_um = 2340
final_cell_mix = dfrtp_1 (33), nor2_1 (19), nand2_1 (19)
seq_area_sq_um = 886
final_layout_size_suffix_gt1_share_pct = 8.14
synthToLayoutAreaGrowth_pct = 17.9
layout.cells.most_common = dfrtp_1
logic_area_sq_um = 1030

[timing]
clock_skew_ps = 0.859
slew-limit-headroom_pct = 52.3
timing.final.ws_setup_ps = 2060
setup_tns_ps = 0
period_used_pct = 50.9
untimed_endpoints = 23
max_freq_mhz = 467
finalHoldViolations = 0
finalSetupViolations = 0
period_minus_slack_ps = 2140
rsz0062_at_grt = false
tightest_slew_ps = 710
unclocked_pins = 8
slew_viol_final = 0

[floorplanning]
io_pins = 16
die_w_um = 118
die_y_um = 118
rows = 35
die-area_sq_um = 13900
coreArea_sq_um = 9280
fp_util_pct = 21.3

[routing]
wl_met1_um = 1980
highest_layer = met4
first_pass_iters = 4
wl_met3_um = 191
routedWlPerCell_um = 11.1
antenna_left = 0
dr.first_iter.drc_count = 133
drcViolationCount = 0
wl_met2_um = 1710
routed_wl_um = 3900
avgViaCountPerCell = 4.25
num_antenna_cells = 0
via_count = 1488

[global_route]
grtUsageTotal_pct = 5.74
grt.overflow.total = 0
grt_pass1_wl_um = 7030
antenna_found_initial = 0
grt_pass1_vias = 1453
grt_max_degree = 36

[synth]
ys_sh_mux_pct = 1.58
yosys_cells = 205
yosys_warnings = 4
edf_count = 2
simple_gate_area_share_pct = 24.9
syn-instance-count = 205
ys_types = 34
syn_area_sq_um = 1980
xor_share_pct = 10.2
synth-async-reset-ratio_pct = 94.3
synth_top_flop_cell = dfrtp_1
numSynthFlops = 35
aoi_share_pct = 6.25
logic_family = simple AND/OR/NAND/NOR gates
synth_seq_share_pct = 44.7
ys_area_sq_um = 1980
syn_avg_cell_area_sq_um = 9.66
ys_sh_adder_pct = 8.84

[worst_setup_path]
r2r_cells = 4
worstReg2RegStart = divisor.counter[3]$_DFF_PN0_
worst_ep_arrival_time_ps = 2340
crit_type = reg2reg
worstSetupStartpoint = divisor.counter[3]$_DFF_PN0_
worstPathRequired_ps = 4400
ff2ff_setup_slack_ps = 2060
r2r-end = divisor.counter[18]$_DFF_PN0_
cp-start-kind = flop
crit_fanout = 9
crit_end = divisor.counter[18]$_DFF_PN0_
endpoint_kind = flop

[placement]
post-place-ws_ps = 2110
portBuffers = 15
dpl.hpwl_um = 2860
place_area_sq_um = 2290
gp_congestion = 0.833

[worst_hold_path]
hp-class = reg2reg
whs_path_depth = 1

[run_status]
outcome = completed

[run]
openroad.warnings = 36
maxCapViolations = 0

-- power groups by stage --
stage	sequential [mW]	clock, mW	combinational [mW]
CTS	0.261	0.152	0.00797
finish	0.261	0.144	0.00726
global route	0.261	0.163	0.00900
-- cells in the mapped netlist (2+ instances only) --
library cell | n | area [sq um]
a21oi_1 | 8 | 40.0
a21oi_2 | 2 | 17.5
a31oi_1 | 3 | 18.8
and2_1 | 3 | 18.8
and3_1 | 3 | 18.8
and4_1 | 2 | 17.5
buf_2 | 2 | 10.0
clkbuf_1 | 4 | 15.0
dfrtp_1 | 33 | 826
edfxtp_1 | 2 | 60.1
ha_1 | 14 | 175
inv_1 | 11 | 41.3
mux2i_1 | 2 | 20.0
nand2_1 | 19 | 71.3
nand3_1 | 13 | 65.1
nand4_1 | 9 | 56.3
nor2_1 | 19 | 71.3
nor2b_1 | 2 | 12.5
nor3_1 | 4 | 20.0
nor4_1 | 5 | 31.3
nor4b_1 | 4 | 35.0
o21ai_0 | 5 | 25.0
o31ai_1 | 3 | 22.5
or4_4 | 2 | 22.5
xnor2_1 | 13 | 114
xor2_1 | 10 | 87.6
-- cell families after synthesis --
| kind of cell | after synthesis |
|---|---|
| flops | 35 |
| mux | 3 |
| fa+ha+maj | 14 |
| simple gates | 91 |
| buf+inv | 18 |
| compound gates | 21 |
| xor+xnor | 23 |
-- worst max-delay path, stage by stage, from the launching register on --
cell	delay [ps]
dfrtp_1	460
nand4_2	190
or4_1	710
or4_4	570
a21oi_2	140
-- state kept, by name, summed over array words and instances (netlist names) --
signal / cells
divisor.counter: 26
divisor.clk_out: 1
modd10.carry: 1
modd6.cont: 3
modd10.cont: 4
-- metrics by stage --
stage / std cells / hold WS, ps / util, %
global route: 350 / 486 / 25.2
floorplan: 205 / 437 / -
CTS: 350 / 478 / 25.2
detailed placement: 346 / 456 / 24.7
global placement: 346 / 472 / 24.7
finish: 350 / 473 / 25.2
-- per-layer routing --
metal  vias to the layer above  global-route usage (%)
li1                        744                       -
met1                       714                    8.31
met2                        28                    9.02
met3                         2                    1.31
met4                         0                   0.232
met5                         -                       0
-- layout make-up --
| type | count | area share [%] |
|---|---|---|
| Timing Repair Buffer | 18 | 7.18 |
| Multi-Input combinational cell | 152 | 44.1 |
| Inverter | 12 | 1.93 |
| Tap cell | 129 | 6.91 |
| Sequential cell | 35 | 37.9 |
| Clock buffer | 4 | 1.93 |
-- worst min-delay path by stage --
stage | startpoint | end | slack (ps)
after CTS | divisor.counter[25]$_DFF_PN0_ | divisor.counter[25]$_DFF_PN0_ | 480
after global routing | divisor.counter[25]$_DFF_PN0_ | divisor.counter[25]$_DFF_PN0_ | 490
final | divisor.counter[25]$_DFF_PN0_ | divisor.counter[25]$_DFF_PN0_ | 470
Power figures rest on the tool's default switching activity, not on a simulated workload.
