==> design.v <==
module fulladder(
    input logic a, b, cin,
    output logic s, cout
);
    assign s = a ^ b ^ cin;
    assign cout = a&b | a&cin | b&cin;
endmodule
module skt3(
    input logic [3:0] a, b,
    input logic cin,
    output logic [3:0] s,
    output logic cout
);
    logic c1, c2, c3;
    fulladder fa0(.a(a[0]), .b(b[0]), .cin(cin), .s(s[0]), .cout(c1));
    fulladder fa1(.a(a[1]), .b(b[1]), .cin(c1), .s(s[1]), .cout(c2));
    fulladder fa2(.a(a[2]), .b(b[2]), .cin(c2), .s(s[2]), .cout(c3));
    fulladder fa3(.a(a[3]), .b(b[3]), .cin(c3), .s(s[3]), .cout(cout));
endmodule
==> run.sh <==
#!/bin/bash
# OpenROAD 26Q1-2900-gdf79404cd8, Yosys 0.63+post, stock flow scripts
make -C /OpenROAD-flow-scripts/flow DESIGN_CONFIG=/design/flow/config.mk WORK_HOME=/design/flow/orfs finish
==> config.mk <==
export PLATFORM = sky130hd
export DESIGN_NAME = skt3
export DESIGN_NICKNAME = skt3
export VERILOG_FILES = /design/flow/design.v
export SDC_FILE = /design/flow/constraint.sdc
export NUM_CORES = 4
export LEC_CHECK = 1
export CORE_AREA = 10 10 70 70
export DIE_AREA = 0 0 80 80
==> constraint.sdc <==
current_design skt3

set clk_period 2.8
set clk_io_pct 0.2

create_clock -name clk0 -period $clk_period

set non_clock_inputs [all_inputs -no_clocks]
set_input_delay [expr $clk_period * $clk_io_pct] -clock clk0 $non_clock_inputs
set_output_delay [expr $clk_period * $clk_io_pct] -clock clk0 [all_outputs]
==> results_dict.tcl <==
# metrics dict for downstream scripts
set metrics [dict create \
    instances_no_fill 74 \
    area_growth_pct 118 \
    drive_gt1_share_pct 42.9 \
    setup_viol 0 \
    power_density_mw_per_mm2 151 \
    hold_path_depth 5 \
    crit_path_cell_trace "buf_6 > inv_4 > fa_2 > inv_2 > fa_2 > fa_2 > inv_2 > fa_1 > inv_1 > buf_2" \
    flop-count 0 \
    ys_seq_share_pct 0 \
    p_total_w 0.0000486 \
    lay_top_count "clkdlybuf4s50_1" \
    first_pass_iters 1 \
    tightest_slew_ns 0.0982 \
    via_per_inst 1.73 \
    wl_per_cell_um 5.76 \
    ys_cells 18 \
    dieArea_mm2 0.00640 \
    fmax_mhz 360 \
    fin_crit_ns 2.78 \
    final_antenna_net_count 0 \
    worstSetupPathType "in2out" \
    leakage_nw 0.142 \
    finalMaxSlewViolations 0 \
    placement.io_buffers 14 \
    fp_util_pct 4.32 \
    drt-total-wl_um 426 \
    worstPathRequired_ns 2.24 \
    hp-class "in2out" \
    track_usage_pct 1.16 \
    io_pins 14 \
    cp_slowest_stage_delay_ns 0.40 \
    max-slew-margin-rel_pct 93.4 \
    ir_drop_mv 0.0368 \
    diodes 0 \
    dieHeight_um 80 \
    fp.coreArea_mm2 0.00342 \
    lay_top_cells "6 x clkdlybuf4s50_1, 5 x inv_1, 4 x dlygate4sd2_1" \
    netlist_instances 18 \
    grt_pass1_vias 132 \
    fillers 402 \
    crit_fanout 1 \
    report.final.hold_viol_count 0 \
    dp_hpwl_um 425 \
    syn_area_per_cell_um2 8.20 \
    grt-ovfl-total 0 \
    mi_logic_area_um2 87.6 \
    crit_slowest_cell "fa_1" \
    fp.dieW_um 80 \
    rsz0062_at_grt "true" \
    rows 21 \
    vias 128 \
    post-route-drc-count 0 \
    hold-path-endpoint "s[0]" \
    crit_path_start_kind "input port" \
    placed_cell_area_um2 315 \
    fin_area_um2 322 \
    cp_data_arrival_time_ns 2.22 \
    grt_max_degree 2 \
    finalClockPeriodUsage_pct 99.2 \
    antenna_found_initial 0 \
    grt_pass1_wl_um 579 \
    drtIter0Drc 0 \
    hp-start "cin" \
    regArea_um2 0 \
    max_cap_viol_count 0 \
    status "finished clean" \
    syn_area_um2 148 \
    dp_cells 74 \
    clkbuf_count 0 \
    synth_cell_types 3 \
    cpMostUsedCell "fa_2" \
    synth_warnings 0 \
    yosys_area_um2 148 \
    crit_path_end_kind "primary output" \
    warning_count 34 \
    gp_congestion 0.762 \
]
[cell families after synthesis]
| group | after synthesis | share of synthesized area, % |
|---|---|---|
| buf+inv | 14 | 45.8 |
| fa+ha+maj | 4 | 54.2 |
[routing by layer]
layer	GRT usage [%]	vias to the layer above	share of wire (%)
met5	0	-	0
met4	0	0	0
met2	1.28	14	23
met3	0.682	0	19
li1	-	60	-
met1	1.86	54	58
[through the flow]
step / setup TNS, ns / setup slack [ns] / utilization, % / hold WS, ns
after floorplan: 0 / 0.103 / - / 1.34
after global routing: -0.0550 / -0.0550 / 9.41 / 1.89
final: 0 / 0.0227 / 9.41 / 1.87
after detailed placement: -2.03 / -0.814 / 9.23 / 2.17
after global placement: -1.90 / -0.779 / 9.23 / 2.16
after CTS: -0.0944 / -0.0944 / 9.34 / 1.87
[critical path: cells and delay by family]
family / cells / cell delay, ns
adders and majority gates: 4 / 1.28
buffers and inverters: 6 / 0.37
[layout make-up]
class	instances	share of cell area, %
timing repair buffer	14	41.6
tap	46	17.9
inverter	10	13.2
multi-input combinational	4	27.2
[cells in the mapped netlist]
cell	number	share of area, %
inv_1	10	25
fa_1	4	54
buf_4	4	20
[worst max path at each step]
stage | start | endpoint | slack (ns) | cells after the start
CTS | cin | s[3] | -0.09 | 10
global route | a[0] | s[3] | -0.06 | 10
finish | a[0] | s[3] | 0.02 | 10
[where the power goes]
group          internal (W)  switching, W   total, W
registers                 0             0          0
clock network             0             0          0
logic             0.0000323     0.0000163  0.0000486
total             0.0000323     0.0000163  0.0000486
[timing repair]
item                       CTS  global route
buffers inserted             0             0
setup endpoints to repair    4             2
hold buffers                 0             0
resized                     30             1
pin swaps                    4             4
Power figures rest on the tool's default switching activity, not on a simulated workload.
