$ cat flow/run.sh
#!/bin/bash
# OpenROAD 26Q1-2900-gdf79404cd8, Yosys 0.63+post, stock flow scripts
make -C /OpenROAD-flow-scripts/flow DESIGN_CONFIG=/design/flow/config.mk WORK_HOME=/design/flow/orfs finish
$ cat flow/config.mk
export PLATFORM = sky130hd
export DESIGN_NAME = pratica8
export DESIGN_NICKNAME = pratica8
export VERILOG_FILES = /design/flow/design.v
export SDC_FILE = /design/flow/constraint.sdc
export NUM_CORES = 4
export LEC_CHECK = 1
export CORE_AREA = 10 10 70 70
export DIE_AREA = 0 0 80 80
$ cat flow/constraint.sdc
current_design pratica8

set clk_period 5.0
set clk_io_pct 0.2

create_clock -name clk0 -period $clk_period

set non_clock_inputs [all_inputs -no_clocks]
set_input_delay [expr $clk_period * $clk_io_pct] -clock clk0 $non_clock_inputs
set_output_delay [expr $clk_period * $clk_io_pct] -clock clk0 [all_outputs]
$ cat flow/design.v
module pratica8 (
    input logic [3:0] b, c,
    output logic [7:0] s
);
    logic [7:0] m1, m2;
    logic m3;
    logic [7:0] m4, m5;
    assign m1 = b * b;  
    assign m2 = c * {4'b0100};  
    assign m3 = (m1 >= m2) ? 0 : 1;  
    assign m4 = (m3 == {1'b0}) ? m1 : m2;  
    assign m5 = (m3 == {1'b0}) ? m2 : m1;  
    assign s = m4 - m5;  
endmodule
==> results.sh <==
# implementation run metrics
export IMPL_outcome="complete, but fails checks"
export IMPL_violations="setup timing"
export IMPL_wl_per_cell_um=11.4
export IMPL_drive_gt1_share_pct=59.4
export IMPL_yosysTopAreaCell="ha_1"
export IMPL_period_minus_slack_ns=5.05
export IMPL_yosysMostFrequentCell="inv_1"
export IMPL_logic_area_sq_um=800
export IMPL_setup_viol=4
export IMPL_max_slew_margin_pct=77.4
export IMPL_rows=21
export IMPL_drc=0
export IMPL_hp_class="input port to primary output"
export IMPL_top_cells_by_area="ha_1 16%, mux2i_1 6.6%, and2_1 6.2%"
export IMPL_nClkBuffers=0
export IMPL_wirelength_um=1980
export IMPL_antenna_found_initial=0
export IMPL_final_cells=174
export IMPL_critPathLaunchType="input port"
export IMPL_hold_viol=0
export IMPL_die_w_um=80
export IMPL_synthCells=82
export IMPL_power_density_nw_per_um2=163
export IMPL_top_cells_by_count="9 x inv_1, 8 x ha_1, 6 x and2_1, 6 x nand2_1"
export IMPL_grt_overflow_total=0
export IMPL_syn_avg_cell_area_sq_um=7.40
export IMPL_dp_hpwl_um=1480
export IMPL_num_antenna_cells=0
export IMPL_top_area_share_pct=16.5
export IMPL_ys_seq_share_pct=0
export IMPL_grt_max_degree=7
export IMPL_fin_ws_ns=-0.0525
export IMPL_post_route_util_pct=37.3
export IMPL_cp_required_ns=4.00
export IMPL_seq_area_sq_um=0
export IMPL_initialDrtViolationCount=17
export IMPL_firstDrtPassIters=4
export IMPL_syn_area_sq_um=607
export IMPL_fillers=332
export IMPL_grt_first_pass_wirelength_um=3150
export IMPL_die_h_um=80
export IMPL_floorplanUtilization_pct=17.8
export IMPL_final_max_slew_viol_count=0
export IMPL_synth_distinct_cells=32
export IMPL_grt_usage_pct=5.68
export IMPL_setup_tns_final_ns=-0.103
export IMPL_power_leakage_nw=0.571
export IMPL_dpl_cell_count=169
export IMPL_portBuffers=16
export IMPL_via_count=737
export IMPL_tool_warnings=34
export IMPL_path_class="input port to primary output"
export IMPL_yosysCellCount=82
export IMPL_cp_arrival_ns=4.05
export IMPL_end_kind="primary output"
export IMPL_power_total_w=0.000208
export IMPL_seq_cell_count=0
export IMPL_chipArea_sq_um=6400
export IMPL_yosysWarnings=0
export IMPL_fmax_mhz=198
export IMPL_grt_pass1_vias=740
export IMPL_core_sq_um=3420
export IMPL_ir_drop_v=0.0000410
export IMPL_crit_path_max_fanout=5
export IMPL_worst_slew_pin_slew_ns=0.333
export IMPL_ys_chip_area_sq_um=607
export IMPL_rsz0062_at_grt="true"
export IMPL_io_pins=16
export IMPL_fin_crit_sh_pct=101
export IMPL_antenna_left=0
export IMPL_area_growth_syn_to_layout_pct=110
export IMPL_drv_cap=0
export IMPL_vias_per_cell=4.24
export IMPL_gp_congestion=0.848
[layer usage]
layer	share of wire, %	up-vias	track usage [%]
li1	-	383	-
met5	0	-	0
met3	4.0	0	0.682
met1	48	346	7.92
met4	0	0	0
met2	48	8	9.63
[critical path: stages]
cell	delay, ns
buf_6	0.10
nor2b_4	0.12
and2_4	0.16
ha_4	0.21
and4_4	0.15
or3_4	0.37
and2_4	0.17
ha_4	0.23
and3_4	0.18
o21ai_4	0.06
o211ai_4	0.11
and2_4	0.16
o41a_1	0.44
buf_6	0.15
nor4_4	0.26
nor4_2	0.06
buf_2	0.12
[kinds of logic (layout without fill, tap and decap cells)]
| logic type | count (synthesis) | in the layout | share of synthesized area [%] |
|---|---|---|---|
| simple gates | 36 | 36 | 34.0 |
| xor+xnor | 6 | 6 | 8.66 |
| mux | 4 | 4 | 6.60 |
| fa+ha+maj | 9 | 9 | 19.8 |
| compound gates | 17 | 17 | 24.7 |
| buf+inv | 10 | 56 | 6.18 |
[worst paths after layout]
kind | from | to | slack (ns) | depth (start not counted)
worst max-delay path | b[2] | s[5] | -0.05 | 17
worst min-delay path | b[3] | s[7] | 2.48 | 5
[cells in the final DEF (no fill, tap or decap), types with 2 or more instances in the layout]
master and count:
xor2_1 2, mux2i_2 2, xnor2_1 2, and2_4 6, a21o_1 3, o21ai_0 2, ha_1 3, buf_2 6
nor3_2 2, and3_4 2, nand2b_1 2, buf_6 5, mux2i_4 2, inv_1 8, a21oi_1 3, and3_1 2
clkdlybuf4s50_1 7, nor2_1 3, ha_4 4, buf_4 27, nand2_1 6
[what timing repair did]
action / 4_1_cts / 5_1_grt
pin swaps: 18 / 7
hold buffers: 0 / 0
setup buffers: 4 / 2
setup endpoints to repair: 7 / 5
gates resized: 61 / 14
[power by group]
group	switching [W]	internal (W)	total [W]
logic	0.0000876	0.000120	0.000208
registers	0	0	0
clock network	0	0	0
[stage by stage]
step                      hold WS (ns)  setup slack [ns]  cell area, sq um
after global routing              2.50            -0.173              1270
after floorplan                   2.04            0.0302               661
after CTS                         2.49           -0.0913              1190
after detailed placement          3.07             -1.13              1070
final                             2.48           -0.0525              1270
after global placement            3.08             -1.11              1070
[area by class of cell]
cell class	instances	share of cell area [%]
multi-input cells	72	62.8
repair buffers	47	30.1
well taps	46	4.52
inverters	9	2.65
